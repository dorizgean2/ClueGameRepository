`./run.sh`:
```
#!/bin/bash
# OpenROAD 26Q1-2900-gdf79404cd8, Yosys 0.63+post, stock flow scripts
make -C /OpenROAD-flow-scripts/flow DESIGN_CONFIG=/design/flow/config.mk WORK_HOME=/design/flow/orfs finish
```
`./config.mk`:
```
export PLATFORM = sky130hd
export DESIGN_NAME = sra_32
export DESIGN_NICKNAME = sra_32
export VERILOG_FILES = /design/flow/design.v
export SDC_FILE = /design/flow/constraint.sdc
export NUM_CORES = 4
export LEC_CHECK = 1
export CORE_AREA = 10 10 109 109
export DIE_AREA = 0 0 119 119
```
`./constraint.sdc`:
```
current_design sra_32

set clk_period 2.6
set clk_io_pct 0.2

create_clock -name clk0 -period $clk_period

set non_clock_inputs [all_inputs -no_clocks]
set_input_delay [expr $clk_period * $clk_io_pct] -clock clk0 $non_clock_inputs
set_output_delay [expr $clk_period * $clk_io_pct] -clock clk0 [all_outputs]
```
`./design.v`:
```
module mux_2 #(parameter WIDTH = 32) (out, select, in0, in1);
    input select;
    input [WIDTH-1:0] in0, in1;
    output [WIDTH-1:0] out;
    assign out = select ? in1 : in0;
endmodule 
module sra_1(out, in);
    input [31:0] in;
    output [31:0] out;
    assign out[31] = in[31];
    assign out[30] = in[31];
    assign out[29] = in[30];
    assign out[28] = in[29];
    assign out[27] = in[28];
    assign out[26] = in[27];
    assign out[25] = in[26];
    assign out[24] = in[25];
    assign out[23] = in[24];
    assign out[22] = in[23];
    assign out[21] = in[22];
    assign out[20] = in[21];
    assign out[19] = in[20];
    assign out[18] = in[19];
    assign out[17] = in[18];
    assign out[16] = in[17];
    assign out[15] = in[16];
    assign out[14] = in[15];
    assign out[13] = in[14];
    assign out[12] = in[13];
    assign out[11] = in[12];
    assign out[10] = in[11];
    assign out[9] = in[10];
    assign out[8] = in[9];
    assign out[7] = in[8];
    assign out[6] = in[7];
    assign out[5] = in[6];
    assign out[4] = in[5];
    assign out[3] = in[4];
    assign out[2] = in[3];
    assign out[1] = in[2];
    assign out[0] = in[1];
endmodule
module sra_16(out, in);
    input [31:0] in;
    output [31:0] out;
    assign out[31] = in[31];
    assign out[30] = in[31];
    assign out[29] = in[31];
    assign out[28] = in[31];
    assign out[27] = in[31];
    assign out[26] = in[31];
    assign out[25] = in[31];
    assign out[24] = in[31];
    assign out[23] = in[31];
    assign out[22] = in[31];
    assign out[21] = in[31];
    assign out[20] = in[31];
    assign out[19] = in[31];
    assign out[18] = in[31];
    assign out[17] = in[31];
    assign out[16] = in[31];
    assign out[15] = in[31];
    assign out[14] = in[30];
    assign out[13] = in[29];
    assign out[12] = in[28];
    assign out[11] = in[27];
    assign out[10] = in[26];
    assign out[9] = in[25];
    assign out[8] = in[24];
    assign out[7] = in[23];
    assign out[6] = in[22];
    assign out[5] = in[21];
    assign out[4] = in[20];
    assign out[3] = in[19];
    assign out[2] = in[18];
    assign out[1] = in[17];
    assign out[0] = in[16];
endmodule 
module sra_2(out, in);
    input [31:0] in;
    output [31:0] out;
    assign out[31] = in[31];
    assign out[30] = in[31];
    assign out[29] = in[31];
    assign out[28] = in[30];
    assign out[27] = in[29];
    assign out[26] = in[28];
    assign out[25] = in[27];
    assign out[24] = in[26];
    assign out[23] = in[25];
    assign out[22] = in[24];
    assign out[21] = in[23];
    assign out[20] = in[22];
    assign out[19] = in[21];
    assign out[18] = in[20];
    assign out[17] = in[19];
    assign out[16] = in[18];
    assign out[15] = in[17];
    assign out[14] = in[16];
    assign out[13] = in[15];
    assign out[12] = in[14];
    assign out[11] = in[13];
    assign out[10] = in[12];
    assign out[9] = in[11];
    assign out[8] = in[10];
    assign out[7] = in[9];
    assign out[6] = in[8];
    assign out[5] = in[7];
    assign out[4] = in[6];
    assign out[3] = in[5];
    assign out[2] = in[4];
    assign out[1] = in[3];
    assign out[0] = in[2];
endmodule
module sra_32(out, shift_amt, in);
    input [4:0] shift_amt;
    input [31:0] in;
    output [31:0] out;
    wire [31: 0] w1, w2, w3, w4, w5, w6, w7, w8, w9; 
    sra_16 shift_16(w1, in);
    mux_2 mux1(w2, shift_amt[4], in, w1);
    sra_8 shift_8(w3, w2);
    mux_2 mux2(w4, shift_amt[3], w2, w3);
    sra_4 shift_4(w5, w4);
    mux_2 mux3(w6, shift_amt[2], w4, w5);
    sra_2 shift_2(w7, w6);
    mux_2 mux4(w8, shift_amt[1], w6, w7);
    sra_1 shift_1(w9, w8);
    mux_2 mux5(out, shift_amt[0], w8, w9);
endmodule 
module sra_4(out, in);
    input [31:0] in;
    output [31:0] out;
    assign out[31] = in[31];
    assign out[30] = in[31];
    assign out[29] = in[31];
    assign out[28] = in[31];
    assign out[27] = in[31];
    assign out[26] = in[30];
    assign out[25] = in[29];
    assign out[24] = in[28];
    assign out[23] = in[27];
    assign out[22] = in[26];
    assign out[21] = in[25];
    assign out[20] = in[24];
    assign out[19] = in[23];
    assign out[18] = in[22];
    assign out[17] = in[21];
    assign out[16] = in[20];
    assign out[15] = in[19];
    assign out[14] = in[18];
    assign out[13] = in[17];
    assign out[12] = in[16];
    assign out[11] = in[15];
    assign out[10] = in[14];
    assign out[9] = in[13];
    assign out[8] = in[12];
    assign out[7] = in[11];
    assign out[6] = in[10];
    assign out[5] = in[9];
    assign out[4] = in[8];
    assign out[3] = in[7];
    assign out[2] = in[6];
    assign out[1] = in[5];
    assign out[0] = in[4];
endmodule 
module sra_8(out, in);
    input [31:0] in;
    output [31:0] out;
    assign out[31] = in[31];
    assign out[30] = in[31];
    assign out[29] = in[31];
    assign out[28] = in[31];
    assign out[27] = in[31];
    assign out[26] = in[31];
    assign out[25] = in[31];
    assign out[24] = in[31];
    assign out[23] = in[31];
    assign out[22] = in[30];
    assign out[21] = in[29];
    assign out[20] = in[28];
    assign out[19] = in[27];
    assign out[18] = in[26];
    assign out[17] = in[25];
    assign out[16] = in[24];
    assign out[15] = in[23];
    assign out[14] = in[22];
    assign out[13] = in[21];
    assign out[12] = in[20];
    assign out[11] = in[19];
    assign out[10] = in[18];
    assign out[9] = in[17];
    assign out[8] = in[16];
    assign out[7] = in[15];
    assign out[6] = in[14];
    assign out[5] = in[13];
    assign out[4] = in[12];
    assign out[3] = in[11];
    assign out[2] = in[10];
    assign out[1] = in[9];
    assign out[0] = in[8];
endmodule
```
==> run summary <==
Initial antenna violation count = 0
Tool Warnings = 34
IO Count = 69
Count leader, synth = mux2i_1
Final Hold Viols = 0
Syn Std Cell Area = 2110 sq um
CP Data Required Time = 2080 ps
Antenna Cells = 0
Final period utilization = 105%
Netlist cell types = 50
Final wirelength = 11,200 um
Post-synth area hogs = mux2i_1 (15%), mux2_2 (14%), o21ai_0 (5.2%), nor2_1 (4.8%), nand2_1 (4.6%)
Pre-antenna DRT Iters = 4
Worst-Margin Slew = 465 ps
DR WL/cell = 18.3 um
# clk buffers = 0
Pwr per Cell Area = 207 nW/um^2
Setup WS pre-CTS = -818 ps
Top cells by count = mux2i_1 (32), nor2_1 (27), mux2_2 (26), nand2_1 (26), o21ai_0 (22)
Via count = 3,116
Initial DRC count = 195
Gr ovfl total = 0
Share of cells above drive strength 1 = 59.0%
Worst Path Class, Setup = input pin to primary output
Register area = 0 sq um
First-pass GRT wire length = 17,600 um
Area leader, netlist = mux2i_1
Post-DP HPWL = 8690 um
Worst Setup Start Kind = input pin
Syn Area/Cell = 6.96 sq um
Chip area = 14,200 sq um
Yosys stat area = 2110 sq um
Seq/Total Area, Yosys = 0%
Core box area = 9640 sq um
Run status = finished with violations
Fin cells = 614
Largest net degree at the start of global routing = 19
Post-route minimum period = 2720 ps
Yosys cell count = 303
RSZ-0062 raised after global routing = true
Core Util at FP = 21.9%
Synthesized instance count = 303
Die height = 119 um
Max_cap viols = 0
Number of fill cells = 905
Slew Limit Fails = 0
Top cell area share = 15.2%
# DRC = 0
GP Congestion = 0.950
GRT Util Overall = 15.1%
Violated checks = setup timing
CP Max Fanout = 7
# port buffers = 69
Highest clock rate = 367 MHz
Routed vias/inst = 5.07
# setup viols final = 12
VDD IR max = 0.0820 mV
Final ANT Viol Nets = 0
Worst hold slack = 1550 ps
Worst Setup End Kind = primary output
Warnings, synthesis = 0
Worst min-delay path class = input pin to primary output
CTS hold repair buffers = 0
Vias in the first global route = 3,161
Flop count = 0
Slew headroom = 68.9%
Leakage Power = 1.98 nW
Floorplan row count = 36
CP arrival = 2200 ps
Final worst slack = -122 ps
Die span in x = 119 um
Total Neg Setup Slack = -594 ps
Placed Cells = 582
Area grow syn2layout = 113%
[cell type report]
cell class,instances,area [sq um],area share (%)
tap,133,166,3.71
multi-input combinational,273,2460,54.9
inverter,3,15.0,0.335
timing repair buffer,205,1840,41.1
[repair_timing]
action | in CTS | in global routing
buffers inserted | 27 | 8
endpoints found under the setup margin | 31 | 29
pin swaps | 47 | 38
cloned | 3 | 0
resized | 264 | 54
[final timing paths]
path                      from  endpoint  depth (start not counted)
setup / recovery  shift_amt[3]    out[0]                         12
hold / removal          in[30]   out[30]                          3
[where the power goes]
part / internal, mW / leakage (nW) / switching, mW
registers: 0 / 0 / 0
logic: 0.519 / 1.98 / 0.407
clock network: 0 / 0 / 0
[logic make-up (layout without fill, tap and decap cells)]
kind of cell / count (synthesis) / after routing / share of synthesized area (%)
simple gates: 107 / 107 / 25.0
compound gates: 103 / 103 / 32.6
mux: 63 / 63 / 34.3
buf+inv: 30 / 208 / 8.07
[routing by layer]
metal | GRT usage (%) | share of wire [%]
met5 | 0 | 0
met4 | 1.53 | 0.80
met3 | 1.97 | 4.9
met2 | 26.0 | 49
met1 | 20.3 | 46
[worst max-delay path: stages]
cell       delay [ps]
buf_12            110
buf_4             140
buf_16            130
buf_8             120
mux2i_4           230
buf_6             170
buf_12            100
o2bb2ai_4         130
nor4_2             50
a221oi_1          240
nand2_1           120
buf_2             130
[layout by cell type (no fill, tap or decap), types with 11 or more instances in the layout]
master,synthesis,routed
a21oi_1,14,11
nand2_1,26,22
mux2_4,0,12
mux2_2,26,14
buf_6,2,22
buf_2,12,21
buf_4,3,102
nor2_1,27,17
mux2i_1,32,21
dlygate4sd2_1,0,21
[metrics by stage]
step / power (mW) / utilization [%] / area [sq um]
after CTS: 0.883 / 44.8 / 4320
final: 0.927 / 46.5 / 4480
after floorplan: 0.319 / - / 2110
after global routing: 0.994 / 46.5 / 4480
after global placement: 0.758 / 37.7 / 3630
after detailed placement: 0.755 / 37.7 / 3630
Power and IR drop assume default switching activity.
