==> ./design.v <==
module mux_2 #(parameter WIDTH = 32) (out, select, in0, in1);
    input select;
    input [WIDTH-1:0] in0, in1;
    output [WIDTH-1:0] out;
    assign out = select ? in1 : in0;
endmodule 
module sll_1(out, in);
    input [31:0] in;
    output [31:0] out;
    assign out[31] = in[30];
    assign out[30] = in[29];
    assign out[29] = in[28];
    assign out[28] = in[27];
    assign out[27] = in[26];
    assign out[26] = in[25];
    assign out[25] = in[24];
    assign out[24] = in[23];
    assign out[23] = in[22];
    assign out[22] = in[21];
    assign out[21] = in[20];
    assign out[20] = in[19];
    assign out[19] = in[18];
    assign out[18] = in[17];
    assign out[17] = in[16];
    assign out[16] = in[15];
    assign out[15] = in[14];
    assign out[14] = in[13];
    assign out[13] = in[12];
    assign out[12] = in[11];
    assign out[11] = in[10];
    assign out[10] = in[9];
    assign out[9] = in[8];
    assign out[8] = in[7];
    assign out[7] = in[6];
    assign out[6] = in[5];
    assign out[5] = in[4];
    assign out[4] = in[3];
    assign out[3] = in[2];
    assign out[2] = in[1];
    assign out[1] = in[0];
    assign out[0] = 1'b0;
endmodule 
module sll_16(out, in);
    input [31:0] in;
    output [31:0] out;
    assign out[31] = in[15];
    assign out[30] = in[14];
    assign out[29] = in[13];
    assign out[28] = in[12];
    assign out[27] = in[11];
    assign out[26] = in[10];
    assign out[25] = in[9];
    assign out[24] = in[8];
    assign out[23] = in[7];
    assign out[22] = in[6];
    assign out[21] = in[5];
    assign out[20] = in[4];
    assign out[19] = in[3];
    assign out[18] = in[2];
    assign out[17] = in[1];
    assign out[16] = in[0];
    assign out[15] = 1'b0;
    assign out[14] = 1'b0;
    assign out[13] = 1'b0;
    assign out[12] = 1'b0;
    assign out[11] = 1'b0;
    assign out[10] = 1'b0;
    assign out[9] = 1'b0;
    assign out[8] = 1'b0;
    assign out[7] = 1'b0;
    assign out[6] = 1'b0;
    assign out[5] = 1'b0;
    assign out[4] = 1'b0;
    assign out[3] = 1'b0;
    assign out[2] = 1'b0;
    assign out[1] = 1'b0;
    assign out[0] = 1'b0;
endmodule 
module sll_2(out, in);
    input [31:0] in;
    output [31:0] out;
    assign out[31] = in[29];
    assign out[30] = in[28];
    assign out[29] = in[27];
    assign out[28] = in[26];
    assign out[27] = in[25];
    assign out[26] = in[24];
    assign out[25] = in[23];
    assign out[24] = in[22];
    assign out[23] = in[21];
    assign out[22] = in[20];
    assign out[21] = in[19];
    assign out[20] = in[18];
    assign out[19] = in[17];
    assign out[18] = in[16];
    assign out[17] = in[15];
    assign out[16] = in[14];
    assign out[15] = in[13];
    assign out[14] = in[12];
    assign out[13] = in[11];
    assign out[12] = in[10];
    assign out[11] = in[9];
    assign out[10] = in[8];
    assign out[9] = in[7];
    assign out[8] = in[6];
    assign out[7] = in[5];
    assign out[6] = in[4];
    assign out[5] = in[3];
    assign out[4] = in[2];
    assign out[3] = in[1];
    assign out[2] = in[0];
    assign out[1] = 1'b0;
    assign out[0] = 1'b0;
endmodule 
module sll_32(out, shift_amt, in);
    input [4:0] shift_amt;
    input [31:0] in;
    output [31:0] out;
    wire [31: 0] w1, w2, w3, w4, w5, w6, w7, w8, w9; 
    sll_16 shift_16(w1, in);
    mux_2 mux1(w2, shift_amt[4], in, w1);
    sll_8 shift_8(w3, w2);
    mux_2 mux2(w4, shift_amt[3], w2, w3);
    sll_4 shift_4(w5, w4);
    mux_2 mux3(w6, shift_amt[2], w4, w5);
    sll_2 shift_2(w7, w6);
    mux_2 mux4(w8, shift_amt[1], w6, w7);
    sll_1 shift_1(w9, w8);
    mux_2 mux5(out, shift_amt[0], w8, w9);
endmodule 
module sll_4(out, in);
    input [31:0] in;
    output [31:0] out;
    assign out[31] = in[27];
    assign out[30] = in[26];
    assign out[29] = in[25];
    assign out[28] = in[24];
    assign out[27] = in[23];
    assign out[26] = in[22];
    assign out[25] = in[21];
    assign out[24] = in[20];
    assign out[23] = in[19];
    assign out[22] = in[18];
    assign out[21] = in[17];
    assign out[20] = in[16];
    assign out[19] = in[15];
    assign out[18] = in[14];
    assign out[17] = in[13];
    assign out[16] = in[12];
    assign out[15] = in[11];
    assign out[14] = in[10];
    assign out[13] = in[9];
    assign out[12] = in[8];
    assign out[11] = in[7];
    assign out[10] = in[6];
    assign out[9] = in[5];
    assign out[8] = in[4];
    assign out[7] = in[3];
    assign out[6] = in[2];
    assign out[5] = in[1];
    assign out[4] = in[0];
    assign out[3] = 1'b0;
    assign out[2] = 1'b0;
    assign out[1] = 1'b0;
    assign out[0] = 1'b0;
endmodule 
module sll_8(out, in);
    input [31:0] in;
    output [31:0] out;
    assign out[31] = in[23];
    assign out[30] = in[22];
    assign out[29] = in[21];
    assign out[28] = in[20];
    assign out[27] = in[19];
    assign out[26] = in[18];
    assign out[25] = in[17];
    assign out[24] = in[16];
    assign out[23] = in[15];
    assign out[22] = in[14];
    assign out[21] = in[13];
    assign out[20] = in[12];
    assign out[19] = in[11];
    assign out[18] = in[10];
    assign out[17] = in[9];
    assign out[16] = in[8];
    assign out[15] = in[7];
    assign out[14] = in[6];
    assign out[13] = in[5];
    assign out[12] = in[4];
    assign out[11] = in[3];
    assign out[10] = in[2];
    assign out[9] = in[1];
    assign out[8] = in[0];
    assign out[7] = 1'b0;
    assign out[6] = 1'b0;
    assign out[5] = 1'b0;
    assign out[4] = 1'b0;
    assign out[3] = 1'b0;
    assign out[2] = 1'b0;
    assign out[1] = 1'b0;
    assign out[0] = 1'b0;
endmodule 
==> ./run.sh <==
#!/bin/bash
# OpenROAD 26Q1-2900-gdf79404cd8, Yosys 0.63+post, stock flow scripts
make -C /OpenROAD-flow-scripts/flow DESIGN_CONFIG=/design/flow/config.mk WORK_HOME=/design/flow/orfs finish
==> ./config.mk <==
export PLATFORM = sky130hd
export DESIGN_NAME = sll_32
export DESIGN_NICKNAME = sll_32
export VERILOG_FILES = /design/flow/design.v
export SDC_FILE = /design/flow/constraint.sdc
export NUM_CORES = 4
export LEC_CHECK = 1
export CORE_UTILIZATION = 40
==> ./constraint.sdc <==
current_design sll_32

set clk_period 2.1
set clk_io_pct 0.2

create_clock -name clk0 -period $clk_period

set non_clock_inputs [all_inputs -no_clocks]
set_input_delay [expr $clk_period * $clk_io_pct] -clock clk0 $non_clock_inputs
set_output_delay [expr $clk_period * $clk_io_pct] -clock clk0 [all_outputs]
==> notes.md <==
yosys + openroad results -> status=finished, violations left, failing checks=negative setup slack, final WL=14300 µm, die width=77.3 µm, Placement Rows=27, Period minus WS final=2.42 ns, leading area contributor after synthesis=mux2i_1, first-pass GRT wire length=19700 µm, remaining antenna violation count after routing=0, HP Class=in2out, detailed-route DRC error count=0, GRT met2 Usage=0.689, RSZ-0062 raised after global routing=yes, ys cells=270, GRT Max-Usage Layer=met2, Setup-failing EPs final=26, Via Count=3662, Yosys cell types=53, CP top delay family=buffers and inverters, setup TNS=-5.04 ns, worst path cell trace=buf_16 -> buf_8 -> nor2b_4 -> buf_8 -> buf_6 -> a22oi_2 -> mux4_2 -> buf_6 -> a22oi_2 -> buf_2, Reg area=0 µm², crit path kind=in2out, initial antenna violation count=2, CP Depth=10, Tool Warnings=35, FP Util=0.414, die area=0.00598 mm², Avg WL per Cell=26.2 µm, Ports=69, pre-CTS setup slack=-1.01 ns, Avg Cell Area, Syn=8.40 µm², largest net degree at the start of global routing=25, fmax=0.413 GHz, top cells by area, synth=mux2i_1 (19%), mux4_2 (19%), mux2_2 (8.4%), mux4_1 (4.6%), nor3_1 (2.6%), critical path arrival=2.00 ns, Max-Cap Viols=0, chip height=77.3 µm, final hold violation count=0, fill count=190, Post-synth seq share=0, DR iter-0 viols=278, Worst EP required=1.68 ns, final RePlAce weighted congestion=0.925, number of I/O port buffers=69, Final WS setup=-0.322 ns, Area Growth Syn to Fin=122%, hold buffers post-CTS=0, total track usage=0.452, Seq cells=0, DR vias/cell=6.73, CP peak stage delay=0.51 ns, Cells after Synth=270, Startpoint Class=primary input, HPWL after DPL=7470 µm, Slew @ Worst Pin=0.330 ns, fin area=0.00504 mm², worst slew margin relative to its limit=0.775, Yosys Chip Area=0.00227 mm², global route overflow=0, CP Buf/Inv Count=6, Combinational Area=0.00267 mm², Max FO, Critical Path=7, PD cells=259 mW/mm², layout cell share with drive strength beyond 1=0.751, CLK BUF=0, Synth Cell Area=0.00227 mm², First-pass DRT Iterations=4, Post-DP Area=0.00358 mm², max-slew violation count=0, cycle use final=1.15, Peak VDD IR=0.201 mV, Hold Path Cell Cnt=5, crit path capture type=output pin, Yosys warnings=0, number of global-route vias before repair=3507, CORE AREA=0.00547 mm², met3 Use GR=0.0979, Leak=2.23 nW, met1 GRT Util=0.642, crit path max-delay cell type=mux4_2, Top cell area share=0.190
metrics by stage:
| stage | hold WS [ns] | power, mW | utilization | std cells |
|---|---|---|---|---|
| after floorplan | 1.01 | 0.424 | - | 270 |
| after global placement | 1.79 | 0.869 | 0.654 | 465 |
| after detailed placement | 1.77 | 0.869 | 0.654 | 465 |
| after CTS | 1.37 | 1.19 | 0.890 | 535 |
| after global routing | 1.41 | 1.35 | 0.921 | 544 |
| final | 1.38 | 1.31 | 0.921 | 544 |
cells in the mapped netlist (3+ instances only):
library cell  number
and3_1             3
inv_1              4
mux4_2            19
a2bb2oi_1          4
o22ai_1            9
nor2b_1            7
a211oi_1           8
nand4_1            3
mux2i_1           43
mux4_1             4
nor3_1            12
nor2_1            15
nand3_1            7
a22oi_1            7
o31ai_1            3
mux2_2            17
buf_1              6
nand2_1           15
nand2b_1           6
buf_2             11
o21ai_0            5
a21oi_1            9
o211ai_1           4
clkbuf_1          13
a211o_1            3
logic make-up after synthesis:
family	Yosys count	synth area share
and+or+nand+nor	77	0.171
muxes	85	0.522
AOI/OAI and AO/OA	69	0.223
buffers and inverters	39	0.0838
layout make-up:
cell class,instances,share of cell area
inverters,5,0.00571
multi-input cells,231,0.529
well taps,72,0.0179
repair buffers,234,0.446
diodes,2,0.000993
layer usage:
layer	share of wire	vias to the layer above
met1	0.40	1789
li1	-	1494
met2	0.44	318
met4	0.053	0
met3	0.12	61
met5	0	-
layout by cell type, fill, tap and decap left out, types with 4 or more instances in the layout:
master,count
nor2_1,11
buf_12,7
mux2i_1,28
mux2_4,13
o211ai_1,4
clkbuf_2,9
mux2i_4,8
nor3_1,4
a22oi_2,6
buf_16,9
a211oi_2,6
dlygate4sd2_1,4
buf_2,40
mux2i_2,7
nor2b_1,5
buf_4,93
nor3_2,7
nand3_2,5
mux4_2,23
nand2_1,15
buf_8,11
buf_6,53
nand2b_1,4
mux2_2,6
a21oi_2,5
a21oi_1,4
worst paths after layout:
path                startpoint  endpoint
setup / recovery  shift_amt[4]   out[25]
hold / removal    shift_amt[2]   out[31]
repair_timing:
action,4_1_cts,5_1_grt
resized,399,47
endpoints found under the setup margin,32,31
buffers inserted,66,10
pin swaps,51,30
hold endpoints to repair,0,0
gates cloned,8,1
where the power goes:
part / leakage (nW) / internal, mW / switching, mW
sequential: 0 / 0 / 0
clock: 0.0000127 / 0.000000128 / 0
combinational: 2.23 / 0.739 / 0.568
Power and IR drop assume default switching activity.
