File: /design/flow/constraint.sdc
current_design mux_32

set clk_period 5.9
set clk_io_pct 0.2

create_clock -name clk0 -period $clk_period

set non_clock_inputs [all_inputs -no_clocks]
set_input_delay [expr $clk_period * $clk_io_pct] -clock clk0 $non_clock_inputs
set_output_delay [expr $clk_period * $clk_io_pct] -clock clk0 [all_outputs]
File: /design/flow/config.mk
export PLATFORM = sky130hd
export DESIGN_NAME = mux_32
export DESIGN_NICKNAME = mux_32
export VERILOG_FILES = /design/flow/design.v
export SDC_FILE = /design/flow/constraint.sdc
export NUM_CORES = 4
export LEC_CHECK = 1
export CORE_AREA = 10 10 408 408
export DIE_AREA = 0 0 418 418
File: /design/flow/run.sh
#!/bin/bash
# OpenROAD 26Q1-2900-gdf79404cd8, Yosys 0.63+post, stock flow scripts
make -C /OpenROAD-flow-scripts/flow DESIGN_CONFIG=/design/flow/config.mk WORK_HOME=/design/flow/orfs finish
File: /design/flow/design.v
module mux_16 #(parameter WIDTH = 32) (out, select, in0, in1, in2, in3, in4, in5, in6, in7, in8, in9, in10, in11,
    in12, in13, in14, in15);
    input [3:0] select;
    input [WIDTH-1:0] in0, in1, in2, in3, in4, in5, in6, in7, in8, in9, in10, in11, in12, in13, in14, in15;
    output [WIDTH-1:0] out;
    wire [WIDTH-1: 0] w1, w2; 
    mux_8 #(WIDTH) first_top(w1, select[2:0], in0, in1, in2, in3, in4, in5, in6, in7);
    mux_8 #(WIDTH) first_bottom(w2, select[2:0], in8, in9, in10, in11, in12, in13, in14, in15);
    mux_2 #(WIDTH) second(out, select[3], w1, w2);
endmodule 
module mux_2 #(parameter WIDTH = 32) (out, select, in0, in1);
    input select;
    input [WIDTH-1:0] in0, in1;
    output [WIDTH-1:0] out;
    assign out = select ? in1 : in0;
endmodule 
module mux_32 #(parameter WIDTH = 32) (out, select, in0, in1, in2, in3, in4, in5, in6, in7, in8, in9, in10, in11, in12, 
    in13, in14, in15, in16, in17, in18, in19, in20, in21, in22, in23, in24, in25, in26, in27, in28, in29, in30, in31);
    input [4:0] select;
    input [WIDTH-1:0] in0, in1, in2, in3, in4, in5, in6, in7, in8, in9, in10, in11, in12, in13, in14, in15,
		    in16, in17, in18, in19, in20, in21, in22, in23, in24, in25, in26, in27, in28, in29, in30, in31;
    output [WIDTH-1:0] out;
    wire [WIDTH-1: 0] w1, w2; 
    mux_16 #(WIDTH) first_top(w1, select[3:0], in0, in1, in2, in3, in4, in5, in6, in7, in8, 
			    in9, in10, in11, in12, in13, in14, in15);
    mux_16 #(WIDTH) first_bottom(w2, select[3:0], in16, in17, in18, in19, in20, in21, in22,
			    in23, in24, in25, in26, in27, in28, in29, in30, in31);
    mux_2 #(WIDTH) second(out, select[4], w1, w2);
endmodule
module mux_4 #(parameter WIDTH = 32) (out, select, in0, in1, in2, in3);
    input [1:0] select;
    input [WIDTH-1:0] in0, in1, in2, in3;
    output [WIDTH-1:0] out;
    wire [WIDTH-1: 0] w1, w2;
    mux_2 #(WIDTH) first_top(w1, select[0], in0, in1);
    mux_2 #(WIDTH) first_bottom(w2, select[0], in2, in3);
    mux_2 #(WIDTH) second(out, select[1], w1, w2);
endmodule 
module mux_8 #(parameter WIDTH = 32) (out, select, in0, in1, in2, in3, in4, in5, in6, in7);
    input [2:0] select;
    input [WIDTH-1:0] in0, in1, in2, in3, in4, in5, in6, in7;
    output [WIDTH-1:0] out;
    wire [WIDTH-1: 0] w1, w2; 
    mux_4 #(WIDTH) first_top(w1, select[1:0], in0, in1, in2, in3);
    mux_4 #(WIDTH) first_bottom(w2, select[1:0], in4, in5, in6, in7);
    mux_2 #(WIDTH) second(out, select[2], w1, w2);
endmodule 
==> flow_summary_export.csv <==
group,metric,value,unit
final_timing,setup-tns-final,0,ns
yosys,yosys_area,0.00889,mm²
yosys,ys_seq_share,0,%
routing,antenna_left,0,
global_routing,grt_pass1_vias,14800,
power_and_ir_drop,power.density,76.9,mW/mm²
global_routing,grt_pass1_wl,155000,µm
power_and_ir_drop,finalPower,0.00171,W
global_routing,grt_max_degree,51,
final_timing,hold_viol,0,
worst_setup_path,path_cells,"clkdlybuf4s50_1 > and2b_4 > buf_4 > a22o_1 > nor3_1 > a31oi_1 > nand3_1 > clkdlybuf4s50_1",
cells_and_area,nFlopsAndLatches,0,
flow_run,warning_count,32,
yosys,synth-xor-area-share,0,%
final_timing,slew_viol_final,0,
floorplanning,die_height,418,µm
final_timing,setup_viol,0,
worst_setup_path,max_stage_delay,0.69,ns
worst_setup_path,cp-start-kind,"primary input",
routing,drtIter0Drc,1220,
clock_network,ctsResizeCount,0,
worst_setup_path,endpoint_kind,"output pin",
final_timing,finalCritPeriodShare,97.4,%
clock_network,post_cts_buffers,0,
power_and_ir_drop,irDropWorstVdd,24.5,µV
routing,avgRoutedWirePerCell,29.4,µm
flow_run,drv_cap,0,
yosys,syn_inst,1158,
cells_and_area,clock_buffers,0,
yosys,ys_sh_mux,57.7,%
yosys,compound_area_share,22.1,%
yosys,ys_types,20,
worst_setup_path,crit_required,4.72,ns
status,status,"finished clean",
worst_hold_path,hold_class,"primary input to output pin",
yosys,netlist.area_leader.share,57.7,%
worst_setup_path,crit_slowest_cell,"a31oi_1",
routing,routed_via_density,3.44,
worst_setup_path,arrival,4.57,ns
yosys,fa_ha_area_share,0,%
yosys,area_leaders,"mux2i_1 (58%), a22oi_1 (8.1%), a22o_1 (6.3%)",
yosys,ys_cells,1158,
floorplanning,initCoreUtil,5.63,%
clock_network,cts_hold_buf,0,
cells_and_area,drive_gt1_share,4.65,%
power_and_ir_drop,leakage,8.68,nW
floorplanning,num_rows,146,
final_timing,max_freq,174,MHz
worst_setup_path,critPathBufInv,3,
global_routing,grt_util_all_layers,13.6,%
yosys,topCombFamilyByArea,"multiplexers",
cells_and_area,final-seq-area,0,µm²
worst_setup_path,path_delay_family,"buffers and inverters",
final_timing,post-route-min-period,5.75,ns
routing,vias,14600,
routing,post-route-drc-count,0,
yosys,syn_area_per_cell,7.67,µm²
yosys,synth_top_cell_by_area,"mux2i_1",
placed_design,dpl.hpwl,115000,µm
floorplanning,core,0.158,mm²
worst_setup_path,worst-path-max-fanout,36,
final_timing,hold-worst-slack,3.30,ns
yosys,syn_area,0.00889,mm²
worst_setup_path,cpMostUsedCell,"clkdlybuf4s50_1",
final_timing,worstMarginPinSlew,0.887,ns
cells_and_area,area_delta_synth_final,151,%
placed_design,place_congestion,1.03,
global_routing,globalRoute.totalOverflow,0,
yosys,synth-simple-area-share,11.8,%
floorplanning,num_io_pins,1061,
floorplanning,fp.dieW,418,µm
global_routing,antenna_found_initial,108,
floorplanning,chip_area,0.175,mm²
routing,first_pass_iters,8,
yosys,yosys_warnings,0,
worst_setup_path,criticalPathCategory,"primary input to output pin",
final_timing,slew_headroom,40.6,%
placed_design,io_buffers,1061,
final_timing,grt_setup_unrepaired,"no",
routing,wl,125000,µm
[final timing paths]
path	start	end	slack [ns]	cells after the start
setup / recovery	select[0]	out[23]	0.15	8
hold / removal	in18[13]	out[13]	3.30	6
[final cells by class]
| cell class | count | area (µm²) |
|---|---|---|
| Timing Repair Buffer | 1141 | 11500 |
| Fill cell | 18000 | 136000 |
| Antenna cell | 12 | 30.0 |
| Multi-Input combinational cell | 1032 | 8180 |
| Tap cell | 2072 | 2590 |
[per-stage QoR]
step | setup WS, ns | utilization [%] | instance area, µm² | std cells
after floorplan | 2.49 | - | 8890 | 1158
after global placement | 0.337 | 14.1 | 22200 | 4245
after detailed placement | 0.303 | 14.1 | 22200 | 4245
after CTS | 0.300 | 14.1 | 22200 | 4245
after global routing | 0.117 | 14.1 | 22300 | 4254
final | 0.153 | 14.1 | 22300 | 4257
[cells in the final DEF (no fill, tap or decap), drive strengths merged]
master,n
or2,1
nand3,96
nor3,32
buf,91
a22o,64
nor2,1
and2,1
diode,12
a21oi,96
a31oi,32
mux2i,512
clkdlybuf4s50,1050
nand2,97
and2b,1
nor2b,1
nand2b,2
a22oi,96
[layer usage]
layer	vias to the layer above	track usage, %	wire length (µm)
met5	-	0	525
met4	86	1.87	1970
met3	186	5.49	13600
met2	932	23.3	62000
met1	6893	16.2	47200
li1	6547	-	-
[tightest hold or removal path, stage by stage]
cell	delay, ns
clkdlybuf4s50_1	0.45
mux2i_1	0.07
nand2_1	0.06
a31oi_1	0.10
nand3_1	0.08
buf_4	0.16
[power breakdown]
group	total, W	leakage (nW)	switching [W]	internal (W)
clock	0.000000000209	0.0000745	0	0.000000000209
sequential	0	0	0	0
combinational	0.00171	8.68	0.000743	0.000969
[cells in the mapped netlist, drive strengths merged]
master,number
a21oi,96
a22o,64
a22oi,96
a31oi,32
and2,1
and2b,1
buf,81
clkbuf,45
mux2i,512
nand2,97
nand2b,2
nand3,96
nor2,1
nor2b,1
nor3,32
or2,1
[kinds of logic after synthesis]
| kind of cell | count (synthesis) |
|---|---|
| AND/OR/NAND/NOR | 232 |
| multiplexers | 512 |
| buffers and inverters | 126 |
| AND-OR/OR-AND | 288 |
Power is estimated from default activity; no workload was simulated.
